$ cat flow/design.v
module eight_dice(
	input logic [2:0] s,
	output logic [8:0] out);
	always_comb begin
		case (s)
			3'b000: out = 9'b000000000;
			3'b001: out = 9'b000010000;
			3'b010: out = 9'b100000001;
			3'b011: out = 9'b100010001;
			3'b100: out = 9'b101000101;
			3'b101: out = 9'b101010101;
			3'b110: out = 9'b111000111;
			3'b111: out = 9'b111010111;
			default: out = 9'b000000000;
		endcase
	end
endmodule
module nine_segment_led(
	input logic clk,s0,s1,s2,
	output logic o0,o1,o2,o3,o4,o5);
	logic [2:0] s;
	logic [8:0] out;
	assign s = {~s2,~s1,~s0};
	eight_dice dice(.s(s), .out(out));
	logic enable;
	logic [31:0] cnt = 32'h00000000;  
	always_ff @(posedge clk) begin
		cnt <= cnt + 1;  
	end
	assign enable = cnt[17];  
	logic [2:0] rows;
	logic [2:0] cols;
	nine_segment_to_six_pin convert(.clk(clk), .enable(enable), .segments(out), .rows(rows), .cols(cols));
	assign {o0,o1,o2} = rows;
	assign {o3,o4,o5} = cols;
endmodule
module nine_segment_to_six_pin(
	input logic clk,
	input logic enable,
	input logic [8:0] segments,
	output logic [2:0] rows,
	output logic [2:0] cols);
	typedef enum {S0, S1, S2} blink_state;
	blink_state state = S0, next_state = S1;
	always_ff @(posedge clk) begin
		if (enable == 1'b1) begin
			state <= next_state;
		end
	end
	always_comb begin
		case (state)
			S0: next_state = S1;
			S1: next_state = S2;
			S2: next_state = S0;
			default: next_state = S0;
		endcase
	end
	always_comb begin
		case (segments)
			9'b000000000: begin
				rows = 3'b000;
				cols = 3'b000;
			end
			9'b000010000: begin
				rows = 3'b010;
				cols = 3'b101;
			end
			9'b100000001: begin
				case (state)
					S0: begin
						rows = 3'b100;
						cols = 3'b011;
					end
					S1: begin
						rows = 3'b000;
						cols = 3'b000;
					end
					S2: begin
						rows = 3'b001;
						cols = 3'b110;
					end
					default: begin
						rows = 3'b000;
						cols = 3'b000;
					end
				endcase
			end
			9'b100010001: begin
				case (state)
					S0: begin
						rows = 3'b100;
						cols = 3'b011;
					end
					S1: begin
						rows = 3'b010;
						cols = 3'b101;
					end
					S2: begin
						rows = 3'b001;
						cols = 3'b110;
					end
					default: begin
						rows = 3'b000;
						cols = 3'b000;
					end
				endcase
			end
			9'b101000101: begin
				rows = 3'b101;
				cols = 3'b010;
			end
			9'b101010101: begin
				case (state)
					S0: begin
						rows = 3'b100;
						cols = 3'b010;
					end
					S1: begin
						rows = 3'b010;
						cols = 3'b101;
					end
					S2: begin
						rows = 3'b001;
						cols = 3'b010;
					end
					default: begin
						rows = 3'b000;
						cols = 3'b000;
					end
				endcase
			end
			9'b111000111: begin
				rows = 3'b111;
				cols = 3'b010;
			end
			9'b111010111: begin
				case (state)
					S0: begin
						rows = 3'b100;
						cols = 3'b010;
					end
					S1: begin
						rows = 3'b010;
						cols = 3'b000;
					end
					S2: begin
						rows = 3'b001;
						cols = 3'b010;
					end
					default: begin
						rows = 3'b000;
						cols = 3'b000;
					end
				endcase
			end
			default: begin
				rows = 3'b000;
				cols = 3'b000;
			end
		endcase
	end
endmodule
$ cat flow/run.sh
#!/bin/bash
# OpenROAD 26Q1-2900-gdf79404cd8, Yosys 0.63+post, stock flow scripts
make -C /OpenROAD-flow-scripts/flow DESIGN_CONFIG=/design/flow/config.mk WORK_HOME=/design/flow/orfs finish
$ cat flow/config.mk
export PLATFORM = sky130hd
export DESIGN_NAME = nine_segment_led
export DESIGN_NICKNAME = nine_segment_led
export VERILOG_FILES = /design/flow/design.v
export SDC_FILE = /design/flow/constraint.sdc
export NUM_CORES = 4
export LEC_CHECK = 1
export CORE_AREA = 10 10 77 77
export DIE_AREA = 0 0 87 87
$ cat flow/constraint.sdc
current_design nine_segment_led

set clk_period 3.3
set clk_io_pct 0.2

create_clock -name clk0 -period $clk_period [get_ports {clk}]

set non_clock_inputs [all_inputs -no_clocks]
set_input_delay [expr $clk_period * $clk_io_pct] -clock clk0 $non_clock_inputs
set_output_delay [expr $clk_period * $clk_io_pct] -clock clk0 [all_outputs]
==> run notes <==
flow finished, numbers: setup TNS=0 ps, ANT nets after route=0, crit start category=input port, Async S/R FF share, synth=0%, VDD IR max=around 220 uV, max cap viols=0, Yosys top cell by instances=dfxtp_1, CP max FO=5, clk slew on worst S/H paths=60 ps, Leak=0.484 nW, Fillers=about 440, flops & latches, synth=20, fin crit period=roughly 3100 ps, IO Pins=10, post-placement setup slack=about 230 ps, worst path required time=approximately 2600 ps, CTS Buf Count=3, max frequency=between 300 and 400 MHz, Sink Count=20, register area share after synthesis=between 40% and 50%, initial antenna violation count=0, WS Path Type=in -> out, Unique cell types=23, Post-Syn Area per Cell=between 9 and 10 um^2, Dominant flop cell=dfxtp_1, Post-synth top cells=dfxtp_1 (18), xnor2_1 (11), ha_1 (10), nand2_1 (9), dpl hpwl=roughly 1100 um, Site Rows=24, DRC Markers=0, Rel. slew slack=about three quarters, synthesized netlist cell count=98, Critical Path Max Stage Delay=480 ps, Synth top area share=37.1%, EDFF count, synth=2, CTS tree=built, yosys stat cell total=98, Crit. End Element=primary output, vias=~670, RePlAce Congestion=approximately 0.83, layout cells sized above 1=under 10%, Fin. Hold Viols=0, Yosys chip area=972 um^2, global route overflow=0, CP startpoint=s2, Area growth syn-to-layout=21.0%, FP Core Util=approximately 22%, unrepaired setup endpoints after global routing=false, number of global-route vias before repair=approximately 620, clk root buf=clkbuf_8, first-pass GRT wire length=2590 um, WL/cell=approximately 9.1 um, area leader, netlist=dfxtp_1, largest net degree at the start of global routing=12, CP delay by family, top=buffers and inverters, crit-path cells=clkdlybuf4s50_1 -> inv_1 -> ha_1 -> nand3_1 -> a21oi_1 -> o21bai_1 -> clkdlybuf4s50_1, Ant. Diodes=0, power per cell area=roughly 360 nW/um^2, IO buf count=9, Tool Warnings=32, post-synthesis cell area=between 900 and 1000 um^2, Clock Path Buffers=2, top cells, area=dfxtp_1 (37%), ha_1 (13%), xnor2_1 (9.9%), Crit path top cell by count=clkdlybuf4s50_1, # H-tree levels=1, Slew Viols, Final=0, die width=87 um, Worst Setup Slack, final=roughly 230 ps, CP bufs+invs=3, period utilization=between 90% and 100%, Least-Margin Pin Slew=roughly 360 ps, Worst Hold Class=reg -> reg, Setup Buffers After CTS=0, Slowest-stage cell, CP=clkdlybuf4s50_1, post-cts resize count=0, status=complete, no violations, Total Routed Length=around 1500 um, final setup vio count=0, worst reg2reg path startpoint=cnt[0], Worst R2R Setup Slack=1940 ps, cts hold-fix bufs=0, later-pin clock latency in the skew report=~250 ps, hold_sp=cnt[0], yosys warns=3, Crit path arrival time=about 2400 ps, die area=7570 um^2, total global routing track utilization=around 4%, drt via density=4.10, Core ar.=~4400 um^2, initial detailed-routing violation count=12, die height=between 80 and 90 um, Layout Skew=roughly 2.3 ps, Pre-Repair DR Iteration Count=2
-- cell usage in the layout, fill, tap and decap left out --
| master | instances |
|---|---|
| dfxtp_1 | 18 |
| xnor2_1 | 11 |
| ha_1 | 10 |
| nand2_1 | 9 |
| clkdlybuf4s50_1 | 9 |
| nor2_1 | 7 |
| nand3_1 | 7 |
| inv_1 | 6 |
| xor2_1 | 5 |
| a21oi_1 | 4 |
| clkbuf_8 | 3 |
| o22ai_1 | 2 |
| o21bai_1 | 2 |
| nand4_2 | 2 |
| and4_4 | 2 |
| nand4_1 | 2 |
| o21ai_0 | 2 |
| edfxtp_1 | 2 |
| nor2b_1 | 1 |
| mux2i_1 | 1 |
| nor2_4 | 1 |
| and2_1 | 1 |
| and3_1 | 1 |
| a22oi_1 | 1 |
| clkbuf_1 | 1 |
| buf_4 | 1 |
-- per-layer routing --
layer  up-vias  wire length, um  global-route usage [%]
met3         0              104                    1.13
met5         -                0                       0
met2        10              616                    5.60
met4         0                0                   0.736
met1       304              763                    5.75
li1        355                -                       -
-- state kept, by name (all words and copies together), names as in the netlist --
| signal | count |
|---|---|
| cnt | 18 |
| convert.state | 2 |
-- through the flow --
step	total power, mW	instance area, um^2	hold WS, ps	cells	util [%]
final	0.426	1180	399	163	27.0
after global routing	0.451	1180	419	163	27.0
after CTS	0.431	1180	403	163	27.0
after detailed placement	0.276	1130	387	159	26.0
after global placement	0.276	1130	380	159	26.0
after floorplan	0.261	972	371	98	-
-- report_power, final --
group | switching (mW) | internal (mW) | leakage, nW | total (mW)
registers | 0 | 0.245 | 0.168 | 0.245
logic | 0.0106 | 0.0155 | 0.293 | 0.0261
clock network | 0.0693 | 0.0856 | 0.0228 | 0.155
total | 0.0798 | 0.346 | 0.484 | 0.426
-- final timing paths --
check                  to  depth (start not counted)
setup / recovery       o5                          7
hold / removal     cnt[0]                          1
setup reg to reg  cnt[10]                          5
hold reg to reg    cnt[0]                          1
-- cell type report --
class | count | area, um^2 | area share [%]
multi-input cells | 71 | 526 | 44.7
flip-flops and latches | 20 | 420 | 35.7
repair buffers | 10 | 97.6 | 8.30
well taps | 52 | 65.1 | 5.53
clock buffers | 4 | 45.0 | 3.83
inverters | 6 | 22.5 | 1.91
-- cell families after synthesis --
family          count (synthesis)  synth area share (%)
simple gates                   33                  19.0
flops                          20                  43.2
xor+xnor                       16                  14.4
compound gates                 11                  6.69
fa+ha+maj                      10                  12.9
buf+inv                         7                  2.70
mux                             1                  1.03
Power and IR drop assume default switching activity.
